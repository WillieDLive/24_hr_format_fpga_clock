### ./config.mk
export PLATFORM = sky130hd
export DESIGN_NAME = Seven_Segment_Display
export DESIGN_NICKNAME = Seven_Segment_Display
export VERILOG_FILES = /design/flow/design.v
export SDC_FILE = /design/flow/constraint.sdc
export NUM_CORES = 4
export LEC_CHECK = 1
export CORE_UTILIZATION = 30
### ./constraint.sdc
current_design Seven_Segment_Display

set clk_period 2.9
set clk_io_pct 0.2

create_clock -name clk0 -period $clk_period [get_ports {clk}]

set non_clock_inputs [all_inputs -no_clocks]
set_input_delay [expr $clk_period * $clk_io_pct] -clock clk0 $non_clock_inputs
set_output_delay [expr $clk_period * $clk_io_pct] -clock clk0 [all_outputs]
### ./design.v
`timescale 1ns / 1ps
module Seven_Segment_Display(  
    input clk,  
    input [3:0] minute_ones,  
    input [3:0] minute_tens,
    input [3:0] hour_ones,
    input [3:0] hour_tens,
    output reg [6:0] seg,
    output reg [3:0] an
    );
    reg [1:0] digit_display = 0;
    reg [6:0] display [3:0];
    reg [18:0] counter = 0;
    parameter max_count = 500_000;  
    wire [3:0] four_bit [3:0];
    assign four_bit[0] = minute_ones;
    assign four_bit[1] = minute_tens;
    assign four_bit[2] = hour_ones;
    assign four_bit[3] = hour_tens;
    always @(posedge clk) begin
        if (counter < max_count) begin
            counter <= counter + 1;
        end else begin
            digit_display <= digit_display + 1;
             counter <= 0;
        end
        case(four_bit[digit_display])
            4'b0000 : display[digit_display] <= 7'b1000000; 
            4'b0001 : display[digit_display] <= 7'b1111001; 
            4'b0010 : display[digit_display] <= 7'b0100100; 
            4'b0011 : display[digit_display] <= 7'b0110000; 
            4'b0100 : display[digit_display] <= 7'b0011001; 
            4'b0101 : display[digit_display] <= 7'b0010010; 
            4'b0110 : display[digit_display] <= 7'b0000010; 
            4'b0111 : display[digit_display] <= 7'b1111000; 
            4'b1000 : display[digit_display] <= 7'b0000000; 
            4'b1001 : display[digit_display] <= 7'b0011000; 
            4'b1010 : display[digit_display] <= 7'b0001000; 
            4'b1011 : display[digit_display] <= 7'b0000011; 
            4'b1011 : display[digit_display] <= 7'b1000110; 
            4'b1011 : display[digit_display] <= 7'b0100001; 
            4'b1011 : display[digit_display] <= 7'b0000110; 
            default : display[digit_display] <= 7'b0001110; 
        endcase
        case(digit_display)  
            0: begin
                an <= 4'b1110;
                seg <= display[0];
            end
            1: begin
                an <= 4'b1101;
                seg <= display[1];
            end
            2: begin
                an <= 4'b1011;
                seg <= display[2];
            end
            3: begin
                an <= 4'b0111;
                seg <= display[3];
            end
        endcase
    end  
endmodule
### ./run.sh
#!/bin/bash
# OpenROAD 26Q1-2900-gdf79404cd8, Yosys 0.63+post, stock flow scripts
make -C /OpenROAD-flow-scripts/flow DESIGN_CONFIG=/design/flow/config.mk WORK_HOME=/design/flow/orfs finish
==> notes.md <==
Status of the implementation.

- The flow ran to the end, and the final reports show no timing, DRC or antenna violations.
- The placement summary gives the final routability congestion estimate as 0.808.
- The shortest clock period the worst path allows after layout is 2.48 ns, for reference.
- The overflow left after global routing is 0, for reference.
- The routed layout has 1711 vias.
- The synthesized design contains 30 enable-type register cells.
- Global routing used 11.5% of the available tracks across all layers.
- The antenna diode instance count is 0, for reference.
- Between the synthesized netlist and the finished layout, the area growth was recorded as 22.7%.
- On the worst setup and hold paths after CTS, the clock-pin slew comes to 0.06 ns.
- The worst stage delay on the critical path is 0.57 ns, for reference.
- The count of max-cap constraint violations is 0, for reference.
- The pre-antenna-repair detailed-routing pass consisted of 4 iterations.
- The count of input and output buffers is 27, for reference.
- The instance count after placement with tap cells included is 338, for reference.
- The xor and xnor fraction of the mapped netlist area is 4.92%, for reference.
- The maximum clock frequency is 404 MHz, for reference.
- The number of global-route vias before repair came to 1685.
- The tightest min-delay check is of the register to register type.
- The main area contributors are sky130_fd_sc_hd__edfxtp_1, sky130_fd_sc_hd__dfxtp_1, sky130_fd_sc_hd__a222oi_1.
- The horizontal die dimension is 93.2 microns, for reference.
- Pins over their slew limit in the final report were tallied at 0.
- The final layout report lists a filler cell count of 738.
- Measured on the finished design, the core utilization comes to 38.8%.
- The transition time recorded at the tightest slew-check pin is 0.545 ns.
- The root buffer cell is sky130_fd_sc_hd__clkbuf_8, for reference.
- The mean instance size in the synthesized netlist is 11.5 sq um, for reference.
- In this run, the synthesized area fraction spent on adder and majority cells is recorded as 2.51%.
- The row count is 32, for reference.
- The sequential area share after synthesis is 60.2%, for reference.
- The initial antenna violation count came to 0.
- The count of instances resized after the clock tree is built is 0, for reference.
- After technology mapping, the gate count stands at 217.
- Between clock sinks in the finished design, the worst skew comes to 0.0108 ns.
- The highest supply drop recorded on VDD is 371 uV.
- In this run, synthesis produced a sequential element count of 60.
- The warning total across the stage logs is 28, for reference.
- The arrival time of the worst setup path is 2.57 ns, for reference.
- The most common flop cell mapped by yosys is sky130_fd_sc_hd__edfxtp_1, for reference.
- The slowest cell on the critical path is sky130_fd_sc_hd__a222oi_1, for reference.
- The power per cell area is 529 mW/mm^2, for reference.
- The CTS buffer count is 9, for reference.
- In this run, post-CTS hold repair placed 0 buffers.
- The number of remaining DRC errors is 0, for reference.
- For this run, global-route usage on met1 was measured as 15.5%.
- The proportion of layout cells with a drive suffix above 1 is 10.7%, for reference.
- The depth of the CTS H-tree is 3, for reference.
- The nature of the critical path startpoint is a register, for reference.
- The simple-gate area share of the yosys netlist is 14.1%, for reference.
- The script reports the combined buffer and inverter count of the critical path as 1.
- The die is 93.2 microns tall.
- By area, the combinational part of the netlist is dominated by simple AND/OR/NAND/NOR gates.
- The share of the synthesized area in the top cell type is 36.1%, for reference.
- The TritonCTS clock tree is done, for reference.
- The antenna violation net count after detailed routing is 0, for reference.
- The cell taking the most area after synthesis is sky130_fd_sc_hd__edfxtp_1, for reference.
- The chip occupies 0.00868 sq mm.
- The data required time reported for the critical path is 3.00 ns.
- Routing resource usage on met3 recorded by global route was 4.38%.
- The mean number of vias per cell is 4.83, for reference.
- The I/O pin count is 28, for reference.
- Setup repair after global routing left no endpoint under its margin.
- For reference, the final report shows the hold violation count at 0.
- The final routed wirelength across all metal layers is 4510 microns, for reference.
- Of the available clock period, the critical path in the final layout requires 85.4%.
- The buffers inserted during post-CTS setup optimization is 0, for reference.
- Global routing used 18.5% of the available met2 tracks.
- The mapped netlist covers 0.00249 sq mm.
- The starting density of the core is 31.6%, for reference.
- The placed instance area is 0.00287 sq mm, for reference.
- Per STA, the worst path is made up of inv_1, ha_1, a222oi_1, mux2i_4, xnor2_1, a211oi_1.
- Per the OpenROAD floorplan log, the area of the core is 0.00789 sq mm.
- The warning tally printed by Yosys for this design is 1.
- According to the dpl log, the detail-placed design has an HPWL of 2990 microns.
- The clock net in this run drives a total of 60 sinks.
- The maximum fanout along the worst path is 12, for reference.
- met2 is the most crowded layer.
- Per the synthesis report, the AND-OR/OR-AND share of the synthesized area is 12.8%.
- Synthesis instantiated 45 different standard cells from the library.
- Excluding fillers, the count of instances in the completed layout stands at 354.
- The worst setup path is captured at a register.
- The mux cell area share after synthesis is 1.36%, for reference.
- No sink is reached through more buffers than the 2 on the longest clock path.
- The area of all placed cells without fillers is 0.00306 sq mm, for reference.
- The final-report setup violation count is 0, for reference.
- The average detailed-routed wire length per instance is 12.7 microns, for reference.
- The critical path start-end classification is register to register, for reference.
- The yosys stat cell total is 217, for reference.
- The insertion delay at the late pin of the worst-skew pair is 0.33 ns, for reference.
- Headroom to the max-slew limit came out at 63.6%.
- The first global-routing pass estimated 7620 microns of wire.
- The area taken by sequential standard cells is reported as 0.00150 sq mm.
- After routing, the total negative slack on setup checks comes to 0 ns.
- For this run, asynchronously set or reset flops after synthesis account for 0%.
- The area of the multi-input gates is 888 sq um, for reference.
- The leakage power in the latest report is 1.08 nW.
- The first routing iteration left 90 violations.
- The cell family contributing the most delay on the critical path is AND-OR/OR-AND gates.
- The largest net degree at the start of global routing is 22, for reference.
- Yosys reports a chip area of 0.00249 sq mm.
-- kinds of logic (layout without fill, tap and decap cells) --
family          after synthesis  in the layout
fa+ha+maj                     5              5
buf+inv                      24             59
xor+xnor                     14             14
mux                           2              2
simple gates                 67             67
flops                        60             60
compound gates               45             45
-- synthesized netlist by cell type (3+ instances only) --
cell / n
sky130_fd_sc_hd__a222oi_1: 10
sky130_fd_sc_hd__o21ai_0: 4
sky130_fd_sc_hd__nor2b_1: 3
sky130_fd_sc_hd__nor2_1: 22
sky130_fd_sc_hd__xor2_1: 7
sky130_fd_sc_hd__edfxtp_1: 30
sky130_fd_sc_hd__and3_1: 4
sky130_fd_sc_hd__nand2_1: 8
sky130_fd_sc_hd__and4_1: 4
sky130_fd_sc_hd__xnor2_1: 7
sky130_fd_sc_hd__a21oi_1: 15
sky130_fd_sc_hd__clkbuf_1: 4
sky130_fd_sc_hd__nand3_1: 8
sky130_fd_sc_hd__ha_1: 5
sky130_fd_sc_hd__buf_2: 10
sky130_fd_sc_hd__nand4_1: 6
sky130_fd_sc_hd__dfxtp_1: 30
sky130_fd_sc_hd__inv_1: 8
-- state kept, by name, summed over array words and instances, names as in the netlist --
name           cells
digit_display      2
display           28
seg                7
an                 4
counter           19
-- per-layer routing --
layer  routed length, microns  vias to the layer above
met2                     2120                       43
met5                        0                        -
met3                      293                        8
li1                         -                      862
met1                     2020                      798
met4                       73                        0
-- through the flow --
stage	setup WS [ns]	power (mW)	hold slack, ns
5_1_grt	0.207	1.67	0.479
3_3_place_gp	0.403	0.936	0.443
6_report	0.423	1.62	0.461
4_1_cts	0.378	1.64	0.467
2_1_floorplan	0.888	0.913	0.426
3_5_place_dp	0.331	0.936	0.454
-- worst register-to-register path: stages (launching register included) --
cell	delay, ns
sky130_fd_sc_hd__edfxtp_1	0.38
sky130_fd_sc_hd__inv_1	0.09
sky130_fd_sc_hd__ha_1	0.39
sky130_fd_sc_hd__a222oi_1	0.57
sky130_fd_sc_hd__mux2i_4	0.21
sky130_fd_sc_hd__xnor2_1	0.20
sky130_fd_sc_hd__a211oi_1	0.42
-- layout by cell type (no fill, tap or decap), types with 3 or more instances in the layout --
| master | n |
|---|---|
| sky130_fd_sc_hd__nand2_1 | 8 |
| sky130_fd_sc_hd__ha_1 | 5 |
| sky130_fd_sc_hd__clkdlybuf4s50_1 | 27 |
| sky130_fd_sc_hd__o21ai_0 | 4 |
| sky130_fd_sc_hd__a222oi_1 | 10 |
| sky130_fd_sc_hd__xor2_1 | 7 |
| sky130_fd_sc_hd__dfxtp_1 | 30 |
| sky130_fd_sc_hd__buf_4 | 7 |
| sky130_fd_sc_hd__nor2_1 | 22 |
| sky130_fd_sc_hd__edfxtp_1 | 30 |
| sky130_fd_sc_hd__clkinv_2 | 3 |
| sky130_fd_sc_hd__and4_1 | 4 |
| sky130_fd_sc_hd__and3_1 | 4 |
| sky130_fd_sc_hd__inv_1 | 8 |
| sky130_fd_sc_hd__xnor2_1 | 7 |
| sky130_fd_sc_hd__nand4_1 | 6 |
| sky130_fd_sc_hd__a21oi_1 | 15 |
| sky130_fd_sc_hd__clkbuf_8 | 9 |
| sky130_fd_sc_hd__nor2b_1 | 3 |
| sky130_fd_sc_hd__nand3_1 | 8 |
-- cell type report --
cell class | count | share of cell area (%)
Clock inverter | 5 | 1.76
Sequential cell | 60 | 49.1
Clock buffer | 11 | 4.29
Multi-Input combinational cell | 133 | 29.0
Tap cell | 102 | 4.17
Timing Repair Buffer | 34 | 10.6
Inverter | 9 | 1.10
-- power breakdown --
part	switching, mW	total [mW]	leakage, nW	internal, mW
clock network	0.306	0.700	0.0971	0.394
logic	0.0102	0.0327	0.488	0.0225
registers	0	0.885	0.493	0.885
total	0.316	1.62	1.08	1.30
-- final timing paths --
kind / to / slack [ns] / start / cells after the start
setup / recovery: display[0][3] / 0.42 / digit_display[0] / 6
hold / removal: counter[0] / 0.46 / counter[0] / 1
setup reg to reg: display[0][3] / 0.42 / digit_display[0] / 6
hold reg to reg: counter[0] / 0.46 / counter[0] / 1
Power figures rest on the tool's default switching activity, not on a simulated workload.
